File: ./design.v
module alu (
    input wire        [3:0]  alu_sel,
    input wire signed [31:0] data_a,
    input wire signed [31:0] data_b,
    output reg signed [31:0] alu_res
);
    always @(*) begin
        case (alu_sel[2:0])
            3'b000:     alu_res = alu_sel[3] ? (data_a - data_b) : (data_a + data_b);                
            3'b001:     alu_res = data_a << data_b[4:0];                                             
            3'b010:     alu_res = (data_a < data_b) ? 1:0;                                           
            3'b011:     alu_res = $unsigned(data_a) < $unsigned(data_b) ? 1:0;                       
            3'b100:     alu_res = data_a ^ data_b;                                                   
            3'b101:     alu_res = alu_sel[3] ? (data_a >>> data_b[4:0]) : (data_a >> data_b[4:0]);   
            3'b110:     alu_res = data_a | data_b;                                                   
            3'b111:     alu_res = data_a & data_b;                                                   
            default:    alu_res = 0;
        endcase
    end
endmodule
File: ./run.sh
#!/bin/bash
# OpenROAD 26Q1-2900-gdf79404cd8, Yosys 0.63+post, stock flow scripts
make -C /OpenROAD-flow-scripts/flow DESIGN_CONFIG=/design/flow/config.mk WORK_HOME=/design/flow/orfs finish
File: ./config.mk
export PLATFORM = sky130hd
export DESIGN_NAME = alu
export DESIGN_NICKNAME = alu
export VERILOG_FILES = /design/flow/design.v
export SDC_FILE = /design/flow/constraint.sdc
export NUM_CORES = 4
export LEC_CHECK = 1
export CORE_UTILIZATION = 50
File: ./constraint.sdc
current_design alu

set clk_period 15.2
set clk_io_pct 0.2

create_clock -name clk0 -period $clk_period

set non_clock_inputs [all_inputs -no_clocks]
set_input_delay [expr $clk_period * $clk_io_pct] -clock clk0 $non_clock_inputs
set_output_delay [expr $clk_period * $clk_io_pct] -clock clk0 [all_outputs]
==> out/qor.csv <==
metric,value,unit
flop count,0,
standard-cell row count,47,
LEAKAGE,4.15,nW
Die Wd,132,um
met3 capacity usage during global routing,8.87,%
Area Overhead vs Synth,11.8,%
arrival time reported for the critical path endpoint,7.41,ns
Post-DP HPWL,28.6,mm
internal portion of total power,0.145,mW
Starting Density,51.2,%
sum of negative setup slack,0,ns
area of the synthesized netlist per yosys stat,8500,um^2
switching power,0.231,mW
height of the die,132,um
Worst slew margin,47.4,%
setup slack after placement,4.82,ns
Final Cycle Share,68.8,%
Post-CTS Hold Buffers,0,
total power of the final layout,0.376,mW
met1 usage,62.2,%
average instance area after synthesis,6.38,um^2
"Slowest-stage cell, CP",sky130_fd_sc_hd__clkdlybuf4s50_1,
average wire length per cell after detail routing,23.3,um
total wire length,36.5,mm
clock power share,0,%
iteration count of the initial detailed-routing pass,8,
cell types occupying the most area after synthesis,"sky130_fd_sc_hd__ha_1 (14%), sky130_fd_sc_hd__mux2i_1 (11%), sky130_fd_sc_hd__o21ai_0 (8.7%)",
total via count in the routed design,10500,
largest vdd supply drop,0.0000301,V
combined flip-flop and latch cell area,0,um^2
IO buf count,100,
I/O pin total,100,
Iteration-0 DRC Markers,1296,
remaining global-route overflow,0,
Core Footprint,16600,um^2
met2 Use GR,60.6,%
Crit path top cell by count,sky130_fd_sc_hd__clkdlybuf4s50_1,
final tally of hold violations,0,
slew of the pin with the lowest slew margin,0.789,ns
gate count of the mapped netlist,1331,
number of global-route vias before repair,9334,
final slew viol count,0,
Resized cells post-CTS,0,
run status,"complete, no violations",
"area leader, netlist",sky130_fd_sc_hd__ha_1,
first-pass GRT wire length,55.5,mm
post-route insts no fill,1568,
Setup WS post-layout,4.75,ns
number of standard cells reported by yosys,1331,
fraction of layout instances using a drive strength above 1,4.90,%
max incr delay on CP,0.45,ns
Hold Path Class,in -> out,
Setup Buffers After CTS,0,
RSZ-0062 raised after global routing,false,
library cells used by synthesis,77,
register share after synthesis,0,%
largest net degree at the start of global routing,79,
sort of element at the end of the critical path,output port,
Synth Warn #,1,
critical path launch point type,input port,
proportion of power drawn by flip-flops and latches,0,%
maximum fanout along the worst path,53,
maximum clock rate,95.7,MHz
RD Place Congestion,1.06,
kind of cell adding the most delay to the critical path,buffers and inverters,
placed instance count,1568,
peak-usage layer in the global routing report,met1,
number of buffer and inverter stages on the critical path,4,
post-route DRC violation count,0,
final setup fails,0,
number of warning messages in the logs,98,
GR Util All Layers,41.4,%
count of clock-net buffers in the final layout,0,
cells traversed along the worst timing path,clkdlybuf4s50_1 -> buf_4 -> inv_2 -> ha_1 -> a221oi_1 -> o311ai_1 -> a311o_1 -> o31ai_4 -> a21boi_1 -> or2_1 -> and4_1 -> or3_1 -> clkdlybuf4s50_1,
initial antenna violation count,0,
post-route ant nets,0,
minimum period implied by the final worst setup slack,10.45,ns
net switching share of the total power,61.4,%
Syn Std Cell Area,8500,um^2
Pwr Density,39.6,nW/um^2
average vias per placed instance,6.71,
kind of critical path,in -> out,
share of Yosys cell area claimed by the top area cell type,14.3,%
full die area,17500,um^2
portion of total power attributed to combinational logic,100.0,%
Diodes inserted,0,
max-capacitance violation count,0,
"Data required, critical path",12.16,ns
metrics by stage:
| stage | cell area, um^2 | utilization [%] | hold WS (ns) |
|---|---|---|---|
| global placement | 9500 | 57.3 | 7.27 |
| global route | 9500 | 57.3 | 7.34 |
| CTS | 9500 | 57.3 | 7.25 |
| detailed placement | 9500 | 57.3 | 7.26 |
| finish | 9500 | 57.3 | 7.31 |
| floorplan | 8500 | - | 6.36 |
path summary, 6_finish.rpt:
check,startpoint,endpoint,slack [ns],cells past startpoint
worst max-delay path,data_b[4],alu_res[26],4.75,13
worst min-delay path,alu_sel[3],alu_res[27],7.31,5
cells in the mapped netlist (14+ instances only):
library cell,n
sky130_fd_sc_hd__nor2_1,166
sky130_fd_sc_hd__o21ai_0,148
sky130_fd_sc_hd__a21oi_1,132
sky130_fd_sc_hd__inv_1,111
sky130_fd_sc_hd__nand2_1,100
sky130_fd_sc_hd__ha_1,97
sky130_fd_sc_hd__mux2i_1,90
sky130_fd_sc_hd__clkbuf_1,78
sky130_fd_sc_hd__o211ai_1,31
sky130_fd_sc_hd__nor3_1,26
sky130_fd_sc_hd__xnor2_1,21
sky130_fd_sc_hd__a21o_1,20
sky130_fd_sc_hd__nand2b_1,17
sky130_fd_sc_hd__buf_1,16
sky130_fd_sc_hd__a211oi_1,15
sky130_fd_sc_hd__a221oi_1,15
sky130_fd_sc_hd__nand3_1,15
sky130_fd_sc_hd__a211o_1,14
sky130_fd_sc_hd__a31oi_1,14
metal layers:
metal | vias to the layer above | part of all wire (%)
li1 | 4893 | -
met5 | - | 0
met1 | 4852 | 44
met4 | 0 | 2.3
met2 | 712 | 42
met3 | 65 | 12
layout make-up:
| cell class | count | area, um^2 |
|---|---|---|
| Multi-Input combinational cell | 1116 | 7690 |
| Fill cell | 1698 | 7080 |
| Timing Repair Buffer | 119 | 1120 |
| Inverter | 113 | 424 |
| Tap cell | 220 | 275 |
power by group through the flow:
| stage | Sequential [mW] | Clock, mW | Combinational, mW |
|---|---|---|---|
| final | 0 | 0 | 0.376 |
| after global routing | 0 | 0 | 0.403 |
| after CTS | 0 | 0 | 0.364 |
cells by family (layout without fill, tap and decap cells):
family,count (synthesis),after routing,synth area share (%)
and+or+nand+nor,381,381,19.9
AOI/OAI and AO/OA,499,499,37.9
adders and majority gates,99,99,14.8
muxes,113,113,15.4
buffers and inverters,215,232,9.61
xor gates and xnor gates,24,24,2.47
cells in the final DEF (no fill, tap or decap), types with 5 or more instances in the layout:
cell | Yosys | routed
sky130_fd_sc_hd__mux2_2 | 10 | 10
sky130_fd_sc_hd__nand2b_1 | 17 | 17
sky130_fd_sc_hd__nor4_1 | 9 | 9
sky130_fd_sc_hd__a211o_1 | 14 | 14
sky130_fd_sc_hd__o21ai_0 | 148 | 148
sky130_fd_sc_hd__o31a_1 | 5 | 5
sky130_fd_sc_hd__xnor2_1 | 21 | 21
sky130_fd_sc_hd__o211ai_1 | 31 | 31
sky130_fd_sc_hd__buf_4 | 0 | 20
sky130_fd_sc_hd__nor2b_1 | 6 | 6
sky130_fd_sc_hd__a222oi_1 | 8 | 8
sky130_fd_sc_hd__o22ai_1 | 7 | 7
sky130_fd_sc_hd__a21oi_1 | 132 | 132
sky130_fd_sc_hd__o31ai_1 | 6 | 6
sky130_fd_sc_hd__inv_1 | 111 | 110
sky130_fd_sc_hd__nand2_1 | 100 | 100
sky130_fd_sc_hd__a211oi_1 | 15 | 15
sky130_fd_sc_hd__and3_1 | 7 | 7
sky130_fd_sc_hd__nor3_1 | 26 | 25
sky130_fd_sc_hd__mux4_2 | 13 | 13
sky130_fd_sc_hd__nor2_1 | 166 | 166
sky130_fd_sc_hd__a31oi_1 | 14 | 14
sky130_fd_sc_hd__mux2i_1 | 90 | 90
sky130_fd_sc_hd__clkdlybuf4s50_1 | 0 | 94
sky130_fd_sc_hd__buf_2 | 8 | 5
sky130_fd_sc_hd__o21bai_1 | 5 | 5
sky130_fd_sc_hd__a221oi_1 | 15 | 15
sky130_fd_sc_hd__o221ai_1 | 10 | 10
sky130_fd_sc_hd__nand3_1 | 15 | 15
sky130_fd_sc_hd__a21o_1 | 20 | 20
sky130_fd_sc_hd__a22oi_1 | 13 | 13
sky130_fd_sc_hd__or3_1 | 11 | 11
sky130_fd_sc_hd__o311ai_0 | 5 | 5
sky130_fd_sc_hd__ha_1 | 97 | 97
Power figures rest on the tool's default switching activity, not on a simulated workload.
