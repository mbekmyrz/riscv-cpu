==> flow/config.mk <==
export PLATFORM = sky130hd
export DESIGN_NAME = controller
export DESIGN_NICKNAME = controller
export VERILOG_FILES = /design/flow/design.v
export SDC_FILE = /design/flow/constraint.sdc
export NUM_CORES = 4
export LEC_CHECK = 1
export CORE_AREA = 10 10 92 92
export DIE_AREA = 0 0 102 102
==> flow/constraint.sdc <==
current_design controller

set clk_period 2.3
set clk_io_pct 0.2

create_clock -name clk0 -period $clk_period

set non_clock_inputs [all_inputs -no_clocks]
set_input_delay [expr $clk_period * $clk_io_pct] -clock clk0 $non_clock_inputs
set_output_delay [expr $clk_period * $clk_io_pct] -clock clk0 [all_outputs]
==> flow/design.v <==
module controller (
    input  wire [31:0] d_insn,       
    input  wire [31:0] e_insn,       
    input  wire [31:0] m_insn,       
    input  wire [31:0] w_insn,       
    input  wire        br_eq,        
    input  wire        br_lt,        
    output wire        pc_sel,       
    output wire        pc_jumpsel,   
    output wire        reg_wen,      
    output reg  [2:0]  imm_sel,      
    output wire [1:0]  rs1_sel,      
    output wire [1:0]  rs2_sel,      
    output wire        a_sel,        
    output wire        b_sel,        
    output wire        br_un,        
    output wire [3:0]  alu_sel,      
    output wire        mem_rw,       
    output wire        dataw_sel,    
    output wire [1:0]  acc_size,     
    output wire [1:0]  wb_sel,       
    output wire        stall         
);
    parameter [6:2]              
        R       = 5'b01100,
        I       = 5'b00100,
        JALR    = 5'b11001,
        LOAD    = 5'b00000,
        S       = 5'b01000,
        B       = 5'b11000,
        LUI     = 5'b01101,
        AUI     = 5'b00101,
        J       = 5'b11011;
    wire [6:2] d_op;
    wire [4:0] d_rs1;
    wire [4:0] d_rs2;
    wire       d_rr1;          
    wire       d_rr2;          
    wire [6:2] e_op;  
    wire [2:0] e_fun3;
    wire       e_fun7;
    wire [4:0] e_rs1;
    wire [4:0] e_rs2;
    wire [4:0] e_rd;
    wire       e_rr1;          
    wire       e_rr2;          
    wire [6:2] m_op;
    wire [2:0] m_fun3;
    wire [4:0] m_rs2;
    wire [4:0] m_rd;
    wire       m_reg_wen;      
    wire [6:2] w_op;
    wire [4:0] w_rd;
    always @(*) begin
        case(d_op)
            R:          imm_sel = 0;       
            I:          imm_sel = 1;       
            JALR:       imm_sel = 1;       
            LOAD:       imm_sel = 1;       
            S:          imm_sel = 2;       
            B:          imm_sel = 3;       
            LUI:        imm_sel = 4;       
            AUI:        imm_sel = 4;       
            J:          imm_sel = 5;       
            default:    imm_sel = 0;
        endcase
    end
    assign d_op       = d_insn[6:2];     
    assign d_rs1      = d_insn[19:15];
    assign d_rs2      = d_insn[24:20];
    assign pc_jumpsel = (d_op == J);     
    assign d_rr1      = (d_rs1 != 0) & (d_op != LUI) & (d_op != AUI) & (d_op != J);           
    assign d_rr2      = (d_rs2 != 0) & ((d_op == B) | (d_op == S) | (d_op == R));
    assign stall      = (e_insn[6:0] == 7'b11) & (d_rr1 & (d_rs1 == e_rd) |                   
                                                 (d_rr2 & (d_rs2 == e_rd) & (d_op != S))) |   
                        (reg_wen               & (d_rr1 & (d_rs1 == w_rd) |                   
                                                  d_rr2 & (d_rs2 == w_rd)));                  
    assign e_op         = e_insn[6:2];
    assign e_fun3       = e_insn[14:12];
    assign e_fun7       = e_insn[30];
    assign e_rs1        = e_insn[19:15];
    assign e_rs2        = e_insn[24:20];
    assign e_rd         = e_insn[11:7];
    assign pc_sel       = (e_op == B) ? ((!e_fun3[2] & (e_fun3[0] ^ br_eq)) |            
                                    (e_fun3[2] & (e_fun3[0] ^ br_lt))) :                 
                                    (e_op == JALR);                                      
    assign a_sel        = ((e_op == B)| (e_op == AUI) | (e_op == J));                    
    assign b_sel        = (e_op != R);                                                   
    assign e_rr1        = (e_rs1 != 0) & (e_op != LUI) & (e_op != AUI) & (e_op != J);    
    assign e_rr2        = (e_rs2 != 0) & ((e_op == B) | (e_op == S) | (e_op == R));      
    assign rs1_sel      = !e_rr1                        ? 2 :                            
                          ((e_rs1 == m_rd) & m_reg_wen) ? 0 :                            
                          ((e_rs1 == w_rd) & reg_wen)   ? 1 : 2;                         
    assign rs2_sel      = !e_rr2                        ? 2 :                            
                          ((e_rs2 == m_rd) & m_reg_wen) ? 0 :                            
                          ((e_rs2 == w_rd) & reg_wen)   ? 1 : 2;                         
    assign br_un        = e_fun3[1];                                                     
    assign alu_sel[2:0] = ((e_op == R) | (e_op == I)) ? e_fun3 : 0;                      
    assign alu_sel[3]   = (((e_op == I) & (e_fun3 != 0)) | (e_op == R)) ? e_fun7 : 0;    
    assign m_op      = m_insn[6:2];
    assign m_fun3    = m_insn[14:12];
    assign m_rs2     = m_insn[24:20];
    assign m_rd      = m_insn[11:7];
    assign mem_rw    = (m_op == S);                                                      
    assign acc_size  = m_fun3[1:0];
    assign wb_sel    = (m_op == LOAD) ? 0 : ((m_op == J) | (m_op == JALR)) ? 2 : 1;      
    assign dataw_sel = (m_rs2 == w_rd) & reg_wen;                                        
    assign m_reg_wen = (m_op != S) & (m_op != B) & (m_rd != 0);                          
    assign w_op      = w_insn[6:2];
    assign w_rd      = w_insn[11:7];
    assign reg_wen   = (w_op != S) & (w_op != B) & (w_rd != 0);                          
endmodule
==> flow/run.sh <==
#!/bin/bash
# OpenROAD 26Q1-2900-gdf79404cd8, Yosys 0.63+post, stock flow scripts
make -C /OpenROAD-flow-scripts/flow DESIGN_CONFIG=/design/flow/config.mk WORK_HOME=/design/flow/orfs finish
==> run summary <==
yosys + openroad results -> Fmax=0.445 GHz, GP Congestion=0.804, Cell Type Count=37, LEAKAGE=1.10 nW, Yosys Chip Area=972 µm², worst path buffer plus inverter count=4, max-slew violation count=0, Hold Vio Cnt, Final=0, Cell area leaders=xnor2_1 25%, xor2_1 17%, nor2_1 4.6%, unrepaired setup endpoints after global routing=yes, design area=0.00258 mm², startpoint types=primary input, Detailed Route WL=4980 µm, Starting DRT DRC Count=35, Top-area cell share=0.252, DRC viols=0, crit end category=output port, top-count cell post-synth=xnor2_1, row count=29, post-layout period usage=0.978, ys cells=137, die area=0.0104 mm², maximum vdd ir drop=0.0000778 V, Crit path required time=1.84 ns, FP Util=0.151, setup violators final=0, Tmin final=2.25 ns, sequential share of the synthesized area=0, CP max FO=4, top cell family by delay on the critical path=buffers and inverters, total power=0.399 mW, dpl hpwl=4290 µm, Core Area=0.00646 mm², GRT Resource Usage Total=0.0892, Worst Path Class, Setup=in -> out, gr ovfl total=0, Register Area=0 µm², cell type with the largest total area=xnor2_1, FILL cells=635, Worst Setup Slack, final=0.0508 ns, largest net degree at the start of global routing=7, via count=1,504, post-synthesis area per instance=7.10 µm², Via density=4.10, synth cell count leaders=28 x xnor2_1, 19 x xor2_1, 12 x nor2_1, 8 x nand2_1, 8 x nor3_1, cell area after synthesis=972 µm², tool warnings=95, Routed WL per cell=13.6 µm, Post-DP Area=0.00234 mm², Syn Inst Count=137, I/O Buffers=89, # diodes=0, pre-CTS setup slack=-0.661 ns, Die Y=102 µm, Pre-Repair DR Iteration Count=4, first-pass GRT wire length=7690 µm, CP peak stage delay=0.46 ns, final setup TNS=0 ns, share of cells above drive strength 1=0.414, chip width=102 µm, Final ANT Viol Nets=0, PwrDens=154 mW/mm², slowest CP cell=clkdlybuf4s50_1, status=completed, WP data arrival=1.79 ns, vias in the first global route=1,548, worst-margin pin slew=0.313 ns, Hold Path Class=in -> out, Layout area overhead=166%, clkbuf count=0, Ports=154, flop count=0, Worst slew margin=0.790, max-cap viol count=0, CP Cell Sequence=dlygate4sd2_1, buf_6, nand2_1, o32ai_2, buf_4, clkdlybuf4s50_1, initial antenna violation count=0, Final Util=0.400, Synth warnings=1
-- final timing paths --
kind                   start          end  slack [ns]  cells after the start
setup / recovery   d_insn[2]   imm_sel[2]        0.05                      6
hold / removal    m_insn[12]  acc_size[0]        0.92                      0
-- through the flow --
stage | instances | hold slack [ns]
floorplan | 137 | 0.934
global placement | 353 | 0.920
detailed placement | 353 | 0.920
CTS | 367 | 0.920
global route | 367 | 0.920
finish | 367 | 0.920
-- routing by layer --
layer / vias to the layer above / global-route usage / wire length [µm]
met5: - / 0 / 0
met4: 0 / 0 / 0
met3: 0 / 0.0164 / 340
met2: 50 / 0.151 / 2300
met1: 653 / 0.122 / 2340
li1: 801 / - / -
-- layout make-up --
| cell class | instances | area (µm²) | share of cell area |
|---|---|---|---|
| Inverter | 1 | 3.75 | 0.00145 |
| Multi-Input combinational cell | 128 | 1110 | 0.431 |
| Tap cell | 77 | 96.3 | 0.0373 |
| Timing Repair Buffer | 161 | 1370 | 0.530 |
-- report_power, final --
part	switching, mW	internal (mW)
combinational	0.156	0.243
clock	0	0
sequential	0	0
-- kinds of logic after synthesis --
family          synth area share
compound gates             0.131
xor+xnor                   0.423
buf+inv                   0.0618
mux                       0.0206
simple gates               0.363
-- timing repair --
item                                    4_1_cts  5_1_grt
resized                                     117       32
pin swaps                                    22       19
endpoints found under the setup margin       20        8
hold buffers                                  0        0
setup buffers                                15        1
-- layout by cell type (no fill, tap or decap), drive strengths merged, types with 3 or more instances in the layout --
| cell | n |
|---|---|
| o21ai | 3 |
| or4 | 5 |
| clkbuf | 7 |
| dlygate4sd2 | 33 |
| nand2 | 8 |
| nor2 | 12 |
| buf | 81 |
| nor4 | 7 |
| nand3 | 5 |
| nand4 | 4 |
| clkdlybuf4s15 | 6 |
| clkdlybuf4s50 | 31 |
| nor3 | 8 |
| dlymetal6s2s | 3 |
| xnor2 | 28 |
| xor2 | 19 |
| and2 | 3 |
| a21oi | 4 |
Power figures rest on the tool's default switching activity, not on a simulated workload.
