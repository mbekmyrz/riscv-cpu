## design/flow/config.mk

```make
export PLATFORM = sky130hd
export DESIGN_NAME = immgen
export DESIGN_NICKNAME = immgen
export VERILOG_FILES = /design/flow/design.v
export SDC_FILE = /design/flow/constraint.sdc
export NUM_CORES = 4
export LEC_CHECK = 1
export CORE_AREA = 10 10 70 70
export DIE_AREA = 0 0 80 80
```

## design/flow/constraint.sdc

```tcl
current_design immgen

set clk_period 2.1
set clk_io_pct 0.2

create_clock -name clk0 -period $clk_period

set non_clock_inputs [all_inputs -no_clocks]
set_input_delay [expr $clk_period * $clk_io_pct] -clock clk0 $non_clock_inputs
set_output_delay [expr $clk_period * $clk_io_pct] -clock clk0 [all_outputs]
```

## design/flow/design.v

```verilog
module immgen (
    input wire [31:7] insn,
    input wire [2:0]  imm_sel,
    output reg [31:0] imm_val
);
    parameter [2:0]      
        I = 1,
        S = 2,
        B = 3,
        U = 4,
        J = 5;
    always @(*) begin
        case(imm_sel)
            I:  imm_val = {{21{insn[31]}}, insn[30:20]};
            S:  imm_val = {{21{insn[31]}}, insn[30:25], insn[11:7]};
            B:  imm_val = {{20{insn[31]}}, insn[7], insn[30:25], insn[11:8], 1'b0};
            U:  imm_val = {insn[31], insn[30:12], {12{1'b0}}};
            J:  imm_val = {{12{insn[31]}}, insn[19:12], insn[20], insn[30:21], 1'b0};
            default: imm_val = 0;
        endcase
    end
endmodule
```

## design/flow/run.sh

```bash
#!/bin/bash
# OpenROAD 26Q1-2900-gdf79404cd8, Yosys 0.63+post, stock flow scripts
make -C /OpenROAD-flow-scripts/flow DESIGN_CONFIG=/design/flow/config.mk WORK_HOME=/design/flow/orfs finish
```

==> results.json <==
{
  "ys_seq_share_pct": 0,
  "drtPass1Iterations": 4,
  "crit_cells": 8,
  "use_met3_pct": 0.909,
  "vias": 731,
  "ys_types": 22,
  "setup_violations": 0,
  "dp_slack_ns": -0.576,
  "critical_path.endpoint": "imm_val[11]",
  "clock.fmax_ghz": 0.489,
  "finalNonFillerCells": 188,
  "slew_viol_final": 0,
  "cp_num_buf_inv": 5,
  "warnings": 32,
  "rsz0062_at_grt": "no",
  "die-width_um": 80,
  "clockPowerShare_pct": 0,
  "worstSetupPathType": "primary input to primary output",
  "antenna_found_initial": 0,
  "critPathLaunch": "imm_sel[1]",
  "path_cells": "buf_4, buf_6, buf_4, buf_4, nand2b_1, a311oi_2, a31o_2, dlygate4sd2_1",
  "hold_buffers": 0,
  "sequentialPowerShare_pct": 0,
  "coreArea_um2": 3420,
  "drv_cap": 0,
  "rows": 21,
  "power_density_nw_per_um2": 194,
  "post-dp-hpwl_um": 2040,
  "cp.required_ns": 1.68,
  "swShare_pct": 29.6,
  "finalWeightedCongestion": 0.765,
  "relSlewSlack_pct": 82.6,
  "gr-total-overflow": 0,
  "layout-drive-gt1-share_pct": 24.6,
  "syn_area_um2": 390,
  "status": "finished, final reports clean",
  "nClkBuffers": 0,
  "dieArea_um2": 6400,
  "cp.arrival_ns": 1.62,
  "finalPower_w": 0.000234,
  "ir_drop_mv": 0.0339,
  "grtUsageMet2_pct": 12.8,
  "hp-class": "primary input to primary output",
  "finalWirelength_um": 2420,
  "worstSetupStartpointType": "primary input",
  "ys_cells": 66,
  "finalCriticalPeriod_ns": 2.04,
  "drt-wirelength-per-cell_um": 12.9,
  "flops": 0,
  "cp_top_family": "buffers and inverters",
  "crit_top_cell": "buf_4",
  "syn_area_per_cell_um2": 5.91,
  "postRouteAntennaNets": 0,
  "regArea_um2": 0,
  "fin_crit_sh_pct": 97.4,
  "fp_util_pct": 11.4,
  "power.switching_w": 0.0000693,
  "leakage_nw": 0.586,
  "endpoint_kind": "primary output",
  "worst_pin_slew_ns": 0.259,
  "grt_pass1_wl_um": 3670,
  "comb_power_share_pct": 100.0,
  "io_buffer_count": 60,
  "netlist_instances": 66,
  "ys_chip_area_um2": 390,
  "drc": 0,
  "io_pins": 60,
  "crit_path_top_delay_cell": "a311oi_2",
  "placed_cells": 182,
  "finalHoldViolCount": 0,
  "use_met1_pct": 8.57,
  "grt_max_degree": 12,
  "yosys_warnings": 1,
  "critical_path.max_stage_delay_ns": 0.21,
  "fp.dieH_um": 80,
  "grt_util_all_layers_pct": 6.88,
  "grt_busiest_layer": "met2",
  "drt_iter0_drc": 29,
  "cp_max_fo": 4,
  "area_growth_pct": 208,
  "antennaDiodeCount": 0,
  "grt_pass1_vias": 705,
  "internal-power_w": 0.000165,
  "layout_setup_ws_ns": 0.0555,
  "avgViaCountPerCell": 3.89
}
==> cells by family (layout without fill, tap and decap cells) <==
family	count (synthesis)	in the layout	synth area share, %
buf+inv	6	82	8.65
simple gates	31	31	42.6
compound gates	29	29	48.7
==> cell usage after synthesis <==
master / number / area share (%)
a21o_1: 8 / 15
a21oi_1: 1 / 1.3
a22o_1: 3 / 6.7
a311oi_1: 1 / 2.2
a31o_2: 1 / 2.2
and2_1: 6 / 9.6
and2b_1: 1 / 1.9
buf_2: 3 / 3.8
buf_4: 2 / 3.8
clkbuf_1: 1 / 0.96
nand2_1: 15 / 14
nand2b_1: 1 / 1.6
nor2_1: 3 / 2.9
nor2b_1: 1 / 1.6
nor2b_2: 1 / 2.2
nor2b_4: 1 / 3.5
nor3b_2: 1 / 3.2
o21a_1: 1 / 1.9
o21ai_0: 10 / 13
o21ai_1: 3 / 3.8
o22a_1: 1 / 2.2
or2_1: 1 / 1.6
==> power by group through the flow <==
| stage | sequential (W) | clock [W] | combinational, W |
|---|---|---|---|
| CTS | 0 | 0 | 0.000235 |
| global route | 0 | 0 | 0.000258 |
| finish | 0 | 0 | 0.000234 |
==> per-layer routing <==
metal | share of wire, % | wire length [um] | vias to the layer above
met2 | 53 | 1270 | 25
met5 | 0 | 0 | -
li1 | - | - | 387
met4 | 0 | 0 | 0
met3 | 7.5 | 181 | 0
met1 | 40 | 963 | 319
==> metrics by stage <==
stage | area, um2 | TNS, ns | util [%] | hold WS (ns)
after global routing | 1200 | 0 | 35.2 | 1.43
after floorplan | 390 | 0 | - | 0.853
after detailed placement | 1130 | -13.12 | 33.2 | 1.77
final | 1200 | 0 | 35.2 | 1.38
after CTS | 1190 | 0 | 34.8 | 1.41
after global placement | 1130 | -12.18 | 33.2 | 1.78
==> worst min-delay path by stage <==
stage / to / slack (ns) / start / depth (start not counted)
after CTS: imm_val[0] / 1.41 / imm_sel[2] / 4
after global routing: imm_val[30] / 1.43 / imm_sel[1] / 4
final: imm_val[24] / 1.38 / insn[31] / 5
==> final cells by class <==
type                       count  area, um2
fill                         344       2210
timing repair buffer          82        756
tap                           46       57.6
multi-input combinational     60        390
==> tightest hold or removal path: cells and delay by family <==
family / cells / cell delay, ns
compound gates: 2 / 0.18
buf+inv: 3 / 0.37
==> cells in the final DEF, fill, tap and decap left out, types with 2 or more instances in the layout <==
cell type	instances
dlymetal6s2s_1	2
buf_4	19
nand2_1	15
clkdlybuf4s50_1	44
dlygate4sd2_1	10
o21ai_0	2
nor2_1	2
and2_1	6
a22o_1	3
buf_6	4
buf_2	2
nor2b_4	2
o21ai_1	10
a21o_1	8
==> repair_timing <==
action	CTS	global route
cloned	0	0
pin swaps	3	2
setup buffers	4	2
resized	40	8
endpoints found under the setup margin	32	17
Power and IR drop assume default switching activity.
